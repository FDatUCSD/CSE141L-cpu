==> ./design.v <==
package Defs;
    typedef struct packed {
        logic regWrite;
        logic memRead;
        logic memWrite;
        logic branch;
        logic MemToReg;
        logic [2:0] OP;
        logic incrementPage;
        logic decrementPage;
        logic incrementBranch;
        logic decrementBranch;
    } ControlSignals;
    typedef enum logic [1:0] {
        FORWARD_NONE = 2'b00,    
        FORWARD_MEM  = 2'b10,    
        FORWARD_WB   = 2'b01     
    } ForwardSel;
	typedef enum logic [2:0] {
		SUB_OP  = 3'b000,
		XOR_OP  = 3'b001,
		SHL_OP  = 3'b010,
		SHR_OP  = 3'b011,
		ADD_OP  = 3'b100,
		LW_OP   = 3'b101,
		SW_OP   = 3'b110,
		BR_OP   = 3'b111
	} opcode_t;
endpackage
module PageRegister (
    input  logic clk,
    input  logic reset,
    input  logic increment,
    input  logic decrement,
    output logic [2:0] mem_page
);
    always_ff @(posedge clk or posedge reset) begin
        if (reset) begin
            mem_page <= 5'b0;
        end else begin
            if (increment && !decrement)
                mem_page <= mem_page + 1;
            else if (!increment && decrement)
                mem_page <= mem_page - 1;
        end
    end
endmodule
==> ./run.sh <==
#!/bin/bash
# OpenROAD 26Q1-2900-gdf79404cd8, Yosys 0.63+post, stock flow scripts
make -C /OpenROAD-flow-scripts/flow DESIGN_CONFIG=/design/flow/config.mk WORK_HOME=/design/flow/orfs finish
==> ./config.mk <==
export PLATFORM = sky130hd
export DESIGN_NAME = PageRegister
export DESIGN_NICKNAME = PageRegister
export VERILOG_FILES = /design/flow/design.v
export SDC_FILE = /design/flow/constraint.sdc
export NUM_CORES = 4
export LEC_CHECK = 1
export CORE_AREA = 10 10 70 70
export DIE_AREA = 0 0 80 80
==> ./constraint.sdc <==
current_design PageRegister

set clk_period 2.0
set clk_io_pct 0.2

create_clock -name clk0 -period $clk_period [get_ports {clk}]

set non_clock_inputs [all_inputs -no_clocks]
set_input_delay [expr $clk_period * $clk_io_pct] -clock clk0 $non_clock_inputs
set_output_delay [expr $clk_period * $clk_io_pct] -clock clk0 [all_outputs]
==> results.cfg <==
; yosys + openroad results
[cells_and_area]
top_register = mem_page
nFillCells = 402
final_area_um2 = 304
fin_cells = 69
area_delta_synth_final_pct = 89.8
drive_gt1_share_pct = 17.4
final_util_pct = 8.90
largest_reg_flops = 3
reg_top3 = mem_page x3

[floorplanning]
fp-row-count = 21
die_area_um2 = 6400
die_x_um = 80
fp_util_pct = 4.69
die_h_um = 80
pin_count = 7
core-area_um2 = 3420

[clocking]
clock.latency.late_pin_ps = 230
root_buffer = clkbuf_4
tritoncts = built
cts_inserted_buffers = 3
cts_setup_buffers = 0
clk_pin_slew_ps = 40
postCtsHoldBufs = 0
h-tree-depth = 1
cts.repair.resized = 0
cts.path.max_buffers = 2
clock_sinks = 3

[synthesis]
top_cell_area_share_pct = 46.9
syn_avg_cell_area_um2 = 12.3
synth_flops = 3
ys_types = 8
synth_seq_share_pct = 46.9
top_cells_by_count = dfrtp_1 (3), inv_1 (3), xor2_1 (2)
synth_warnings = 1
area_leaders = dfrtp_1 (47%), fa_1 (13%), xor2_1 (11%)
yosys.area.top_type = dfrtp_1
yosysCellCount = 13
synthArstFlopShare_pct = 100
syn_area_um2 = 160
syn_inst = 13
yosys_area_um2 = 160
flop_cell = dfrtp_1
edf_count = 0

[route]
wl_per_cell_um = 6.19
antenna_left = 0
wirelength_um = 427
vias = 118
viasPerCell = 1.71
drc = 0
initialDrtViolationCount = 3
firstDrtPassIters = 3
diodes = 0

[run_status]
status = finished clean

[sta]
min_period_ps = 1750
fmax_mhz = 570
setup-violations-final = 0
rsz0062_at_grt = false
fin_crit_sh_pct = 87.7
tightest_slew_ps = 146
relSlewSlack_pct = 90.2
maxSlewViolCount = 0
fin_ws_ps = 247
timing.setup.tns_ps = 0
clock_skew_ps = 1.49
hold_viol_final = 0

[setup_path]
crit_type = input pin to register
worst_ep_required_time_ps = 2160
critPathArrivalTime_ps = 1910
setup.worst_path.start_class = input pin
worstSetupEndpointType = register
path_max_fanout = 2

[placed_design]
pre_cts_ws_ps = -11.8
place_inst = 65
place_congestion = 0.675
numPortBuffers = 6
placed_area_um2 = 278

[pwr]
leakage_nw = 0.119
power_density_nw_per_um2 = 1230
peakVddDrop_v = 0.000177

[global_routing]
antenna_found_initial = 0
grt_usage_pct = 1.58
grt-ovfl-total = 0
grt_max_degree = 4
grt_pass1_vias = 144
grt_pass1_wl_um = 710

[run]
drv_cap = 0
openroad.warnings = 25

[hold_path]
hold_class = input pin to async pin
## layout make-up
cell class	count	area [um2]	area share (%)
Multi-Input combinational cell	7	73.8	24.3
Tap cell	46	57.6	18.9
Inverter	3	11.3	3.70
Sequential cell	3	75.1	24.7
Timing Repair Buffer	6	60.1	19.8
Clock buffer	4	26.3	8.64
## per-layer routing
layer | wire, um | part of all wire [%] | GRT usage (%) | vias up
met4 | 6 | 1.4 | 0.528 | 0
li1 | - | - | - | 57
met5 | 0 | 0 | 0 | -
met2 | 93 | 22 | 1.12 | 9
met3 | 174 | 41 | 3.52 | 2
met1 | 153 | 36 | 1.34 | 50
## final timing paths
kind	slack (ps)	cells past startpoint	end	start
setup reg to reg	650	4	mem_page[2]$_DFFE_PP0P_	mem_page[0]$_DFFE_PP0P_
hold reg to reg	480	1	mem_page[2]$_DFFE_PP0P_	mem_page[2]$_DFFE_PP0P_
hold / removal	340	2	mem_page[0]$_DFFE_PP0P_	reset
setup / recovery	250	7	mem_page[2]$_DFFE_PP0P_	increment
max in group asynchronous	1530	2	mem_page[1]$_DFFE_PP0P_	reset
min in group clk0	480	1	mem_page[2]$_DFFE_PP0P_	mem_page[2]$_DFFE_PP0P_
## cells in the final DEF (no fill, tap or decap)
| master | instances |
|---|---|
| ha_1 | 1 |
| clkbuf_1 | 1 |
| dfrtp_1 | 3 |
| clkdlybuf4s50_1 | 6 |
| nor2_1 | 1 |
| clkbuf_4 | 3 |
| inv_1 | 3 |
| fa_1 | 1 |
| mux2_2 | 1 |
| xor2_1 | 2 |
| xnor2_1 | 1 |
## power breakdown
| group | internal (W) | switching [W] |
|---|---|---|
| logic | 0.000101 | 0.0000423 |
| registers | 0.0000942 | 0.0000310 |
| clock network | 0.0000748 | 0.0000321 |
| total | 0.000270 | 0.000105 |
## cells by family after synthesis
family / Yosys count / synth area share [%]
buffers and inverters: 3 / 7.03
xor gates and xnor gates: 3 / 16.4
adders and majority gates: 2 / 20.3
muxes: 1 / 7.03
and+or+nand+nor: 1 / 2.34
DFF: 3 / 46.9
## metrics by stage
stage                     total power, W  hold WS [ps]
after floorplan                 0.000181           154
after global placement          0.000264           458
after detailed placement        0.000272           459
after CTS                       0.000387           328
after global routing            0.000418           333
final                           0.000375           336
## critical path: stages
cell             delay [ps]
clkdlybuf4s50_1         460
ha_1                    190
inv_1                    60
fa_1                    370
xor2_1                  150
nor2_1                  120
xor2_1                  150
Power is estimated from default activity; no workload was simulated.
