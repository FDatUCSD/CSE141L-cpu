[./run.sh]
#!/bin/bash
# OpenROAD 26Q1-2900-gdf79404cd8, Yosys 0.63+post, stock flow scripts
make -C /OpenROAD-flow-scripts/flow DESIGN_CONFIG=/design/flow/config.mk WORK_HOME=/design/flow/orfs finish
[./config.mk]
export PLATFORM = sky130hd
export DESIGN_NAME = RF
export DESIGN_NICKNAME = RF
export VERILOG_FILES = /design/flow/design.v
export SDC_FILE = /design/flow/constraint.sdc
export NUM_CORES = 4
export LEC_CHECK = 1
export CORE_UTILIZATION = 40
[./constraint.sdc]
current_design RF

set clk_period 2.3
set clk_io_pct 0.2

create_clock -name clk0 -period $clk_period [get_ports {CLK}]

set non_clock_inputs [all_inputs -no_clocks]
set_input_delay [expr $clk_period * $clk_io_pct] -clock clk0 $non_clock_inputs
set_output_delay [expr $clk_period * $clk_io_pct] -clock clk0 [all_outputs]
[./design.v]
package Defs;
    typedef struct packed {
        logic regWrite;
        logic memRead;
        logic memWrite;
        logic branch;
        logic MemToReg;
        logic [2:0] OP;
        logic incrementPage;
        logic decrementPage;
        logic incrementBranch;
        logic decrementBranch;
    } ControlSignals;
    typedef enum logic [1:0] {
        FORWARD_NONE = 2'b00,    
        FORWARD_MEM  = 2'b10,    
        FORWARD_WB   = 2'b01     
    } ForwardSel;
	typedef enum logic [2:0] {
		SUB_OP  = 3'b000,
		XOR_OP  = 3'b001,
		SHL_OP  = 3'b010,
		SHR_OP  = 3'b011,
		ADD_OP  = 3'b100,
		LW_OP   = 3'b101,
		SW_OP   = 3'b110,
		BR_OP   = 3'b111
	} opcode_t;
endpackage
module RF(
	input  CLK, regWrite, reset,
	input [2:0] Rs, Rd,
	input [7:0] writeValue,
	input [2:0] writeAddr,
	output logic [7:0] RsVal, RdVal
	);
	reg [7:0] registers_arr[0:7];
	always_comb begin
		RsVal = (Rs == 3'b000) ? 8'b0 :
		        (regWrite && (Rs == writeAddr)) ? writeValue : registers_arr[Rs];
		RdVal = (Rd == 3'b000) ? 8'b0 :
		        (regWrite && (Rd == writeAddr)) ? writeValue : registers_arr[Rd];
	end
    	always_ff @(posedge CLK) begin
			if (reset) begin
				registers_arr[0] <= 0;
				registers_arr[1] <= 0;
				registers_arr[2] <= 0;
				registers_arr[3] <= 0;
				registers_arr[4] <= 0;
				registers_arr[5] <= 0;
				registers_arr[6] <= 0;
				registers_arr[7] <= 0;
			end
        	if (regWrite) begin
            		registers_arr[writeAddr] <= writeValue;
        	end
			registers_arr[0] <= 8'b0;
    	end
endmodule
==> results.json <==
{
  "min_path_type": "in2reg",
  "rsz0062_at_grt": "yes",
  "maxCapViolCount": 0,
  "initialDrtViolationCount": 115,
  "pin_count": 36,
  "grtUsageMet2_pct": 34.3,
  "cts.path.max_buffers": 2,
  "dieArea_sq_um": 9500,
  "end_kind": "output pin",
  "use_met3_pct": 12.3,
  "crit_fanout": 8,
  "ir_worst_vdd_uv": 405,
  "largest_register": "registers_arr",
  "p_per_area_nw_per_um2": 586,
  "cts_sinks": 64,
  "drive_gt1_share_pct": 46.2,
  "arrival_ns": 1.82,
  "required_ns": 1.84,
  "ys_cells": 242,
  "ys_async_sr_fraction_pct": 0,
  "gr-total-overflow": 0,
  "largest_reg_flops": 64,
  "die_height_um": 97.5,
  "top_cells_by_area": "edfxtp_1 46%, mux4_1 12%, mux4_2 9.9%",
  "p_leak_nw": 1.96,
  "adder_share_pct": 0,
  "track_usage_pct": 23.2,
  "grt_pass1_vias": 2675,
  "synth_cell_types": 21,
  "timing.fmax_mhz": 438,
  "syn-cell-area_sq_um": 3650,
  "top_area_share_pct": 46.1,
  "ys_seq_share_pct": 50.5,
  "via_per_inst": 5.37,
  "rows": 34,
  "flop_cell": "edfxtp_1",
  "ys.flops": 64,
  "area_growth_pct": 37.7,
  "port_buffers": 35,
  "cts_tree": "built",
  "grt_max_degree": 11,
  "fin_util_pct": 57.3,
  "wl_per_cell_um": 21.0,
  "ys_top_logic_family": "multiplexers",
  "syn-mean-instance-area_sq_um": 15.1,
  "grt.busiest_layer": "met2",
  "fin_crit_ns": 2.28,
  "antenna_found_initial": 0,
  "num_vias": 2484,
  "run_status": "finished clean",
  "coreArea_sq_um": 8760,
  "fp_util_pct": 41.6,
  "yosysChipArea_sq_um": 3650,
  "gp_congestion": 0.863,
  "setup_violations": 0,
  "mux_share_pct": 25.8,
  "drv_slew": 0,
  "fin_hold_ws_ns": 0.900,
  "crit_type": "in2out",
  "log.warning_count": 26,
  "synth_warnings": 1,
  "drtAntennaViolNets": 0,
  "yosys.area_share.aoi_pct": 3.29,
  "cts-root-buf": "clkbuf_8",
  "cp-start-kind": "primary input",
  "syn-instance-count": 242,
  "drcViolationCount": 0,
  "postCtsHoldBufs": 0,
  "hold_viol_final": 0,
  "cts_inserted_buffers": 9,
  "fp.dieW_um": 97.5,
  "edf_count": 56,
  "grt_first_pass_wirelength_mm": 14.8,
  "fin_setup_tns_ns": 0,
  "synth-xor-area-share_pct": 1.44,
  "finalCritPeriodShare_pct": 99.3,
  "postRouteWirelength_mm": 9.72,
  "dr.pass1.iters": 4,
  "grt_use_met1_pct": 32.2,
  "largestRegisters": "registers_arr: 64 flops",
  "top_area_cell": "edfxtp_1",
  "htree_levels": 3,
  "startpoint": "Rs[1]",
  "simple_gate_share_pct": 15.0,
  "dp_hpwl_mm": 6.36,
  "cts.clk_slew.worst_paths_ns": 0.06,
  "diodes": 0,
  "crit_end": "RsVal[4]"
}
critical path, stage by stage:
cell and delay (ns):
buf_12 0.10, buf_12 0.13, buf_4 0.11, mux4_2 0.48, mux2i_1 0.20, a211oi_2 0.09
dlygate4sd2_1 0.24
through the flow:
| step | std cells | setup WS [ns] | power (mW) | instance area [sq um] |
|---|---|---|---|---|
| floorplan | 249 | 0.450 | 1.66 | 3670 |
| global placement | 422 | -0.722 | 1.93 | 4410 |
| detailed placement | 422 | -0.683 | 1.93 | 4410 |
| CTS | 461 | 0.000128 | 2.93 | 4990 |
| global route | 463 | -0.0387 | 3.05 | 5020 |
| finish | 463 | 0.0159 | 2.94 | 5020 |
worst min-delay path by stage:
| stage | from | to | slack (ns) | cells after the start |
|---|---|---|---|---|
| CTS | writeValue[4] | registers_arr[5][4]$_SDFFCE_PN0P_ | 0.90 | 2 |
| global route | writeValue[4] | registers_arr[7][4]$_SDFFCE_PN0P_ | 0.92 | 2 |
| finish | writeValue[4] | registers_arr[7][4]$_SDFFCE_PN0P_ | 0.90 | 2 |
final cells by class:
type                            count  area, sq um
Clock buffer                       12          145
Tap cell                          108          135
Clock inverter                      4         43.8
Multi-Input combinational cell    173         1840
Timing Repair Buffer              102         1010
Sequential cell                    64         1840
Fill cell                         700         3740
repair_timing:
action                     CTS  global route
gates cloned                 4             0
buffers inserted            21             4
setup endpoints to repair   16            11
pin swaps                   21             6
gates resized              122            17
synth_stat cells (all sizes together) (2+ instances only):
cell type	instances
mux4	32
buf	11
a211oi	16
nand2	2
nor3	3
edfxtp	56
nand4	2
nand2b	3
or2	7
dfxtp	8
xnor2	6
nor2	22
and2	56
mux2i	16
cell usage in the layout, fill, tap and decap left out, drive strengths merged, types with 4 or more instances in the layout:
cell           instances
mux2i                 16
clkdlybuf4s50          9
dlygate4sd2           12
dfxtp                  8
and2                  56
clkdlybuf4s15          4
a211oi                16
mux4                  32
buf                   76
conb                   8
xnor2                  6
edfxtp                56
nor2                  22
or2                    7
clkbuf                12
per-layer routing:
metal,up-vias,part of all wire [%]
li1,1139,-
met1,1162,38
met2,157,46
met3,26,13
met4,0,3.4
met5,-,0
where the power goes:
group / internal (mW) / total (mW) / switching [mW]
logic: 0.376 / 0.635 / 0.259
registers: 1.34 / 1.38 / 0.0381
clock network: 0.524 / 0.922 / 0.398
total: 2.24 / 2.94 / 0.695
logic make-up after synthesis:
| group | count (synthesis) |
|---|---|
| and+or+nand+nor | 95 |
| DFF | 64 |
| muxes | 48 |
| AOI/OAI and AO/OA | 16 |
| buffers and inverters | 12 |
| xor gates and xnor gates | 6 |
| other | 1 |
Power is estimated from default activity; no workload was simulated.
